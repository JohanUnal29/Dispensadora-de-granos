--- ./config.mk ---
export PLATFORM = sky130hd
export DESIGN_NAME = two_second_timer
export DESIGN_NICKNAME = two_second_timer
export VERILOG_FILES = /design/flow/design.v
export SDC_FILE = /design/flow/constraint.sdc
export NUM_CORES = 4
export LEC_CHECK = 1
export CORE_UTILIZATION = 30
--- ./constraint.sdc ---
current_design two_second_timer

set clk_period 5.3
set clk_io_pct 0.2

create_clock -name clk0 -period $clk_period [get_ports {clk}]

set non_clock_inputs [all_inputs -no_clocks]
set_input_delay [expr $clk_period * $clk_io_pct] -clock clk0 $non_clock_inputs
set_output_delay [expr $clk_period * $clk_io_pct] -clock clk0 [all_outputs]
--- ./design.v ---
`timescale 1ns / 1ps
module two_second_timer(
    input wire clk,
    input wire stop_signal,
    output reg clk_out
);
    reg [35:0] counter = 36'b0;
    always @(posedge clk)
    begin
        if(stop_signal)
        begin
            if(counter == 500)  
            begin
                clk_out <= 1;
                counter <= 0;
            end
            else if(counter > 0)  
            begin
                clk_out <= 0;
                counter <= counter + 1;
            end
            else
            begin
                clk_out <= 0;
                counter <= 1;
            end
        end
        else
        begin
            clk_out <= 0;
            counter <= 0;
        end
    end
endmodule
--- ./run.sh ---
#!/bin/bash
# OpenROAD 26Q1-2900-gdf79404cd8, Yosys 0.63+post, stock flow scripts
make -C /OpenROAD-flow-scripts/flow DESIGN_CONFIG=/design/flow/config.mk WORK_HOME=/design/flow/orfs finish
==> reports/metrics.cfg <==
[status]
status=finished clean

[global_route]
grt_first_pass_wirelength_um=5960
grt-ovfl-total=0
grt-busiest-layer=met2
grt_use_total_pct=12.2
antenna_found_initial=0
met3_usage_pct=2.13
grt_pass1_vias=1308
met1_usage_pct=18.3
grt_util_met2_pct=18.9
grt_max_degree=36

[synthesis]
top_cell=dfxtp_1
yosysUniqueCellTypes=32
syn_area_per_cell_sq_um=8.47
yosys_register_bits=37
top_cells_by_count=37 x dfxtp_1, 36 x nor2_1, 20 x xnor2_1
topCellsByArea=dfxtp_1 42%, xnor2_1 10%, nor2_1 7.7%
ff_type=dfxtp_1
top_cell_area_share_pct=42.5
yosys_warnings=1
ys_seq_share_pct=42.5
top_area_cell=dfxtp_1
yosys.stat.chipArea_sq_mm=0.00174
syn_inst=206
synth-edff-count=0
async_reset_ff_share_pct=0
ys_cells=206
netlist_area_sq_mm=0.00174

[floorplanning]
initial_core_util_pct=31.5
design.core.area_sq_mm=0.00554
rows=27
fp.dieH_um=78.3
die_width_um=78.3
io_pins=3
die_area_sq_mm=0.00612

[placed_design]
io_buffers=2
placed_cell_area_sq_mm=0.00184
dp_hpwl_um=2190
gp_congestion=0.818
dp_slack_ps=2930

[min_path]
min_path_type=register to register
holdPathStages=2

[setup_path]
crit_arrival_ps=2670
reg2reg_depth=5
rrSetupSlack_ps=2850
crit_type=register to register
crit_fanout=13
cp-end-kind=register
critPathLaunchType=register
required_ps=5520

[finish]
area_growth_pct=10.3
final_layout_size_suffix_gt1_share_pct=7.14
final_cell_area_sq_mm=0.00192

[flow_run]
cap_violations=0
warning_count=26

[drt]
antenna_left=0
dr.pass1.iters=4
vias=1376
routed_wl_um=3290
post_drt_wl_per_cell_um=11.7
route.detailed.drc=0
via_per_inst=4.88
n_antenna_cell=0
drt_iter0_drc=69

[sta]
setup_violations=0
relSlewSlack_pct=50.2
finalCriticalPeriod_ps=2450
slew_viol_final=0
rsz0062_at_grt=false
tightest_slew_ps=742
hold_viol=0
finalClockPeriodUsage_pct=46.3
setup_ws_ps=2850
fmax_mhz=408
tns_ps=0
finClkSkew_ps=2.64

[clocking]
hold_buffers=0
post_cts_buffers=0
insertion_delay_ps=290
numCtsBuffers=5
root_buffer=clkbuf_8
cts_sinks=37
cts_tree=done
cts_resized=0
htreeDepth=2
cts.clk_slew.worst_paths_ps=70
max-clock-path-buffers=2

[pwr]
ir_drop_mv=0.162
p_leak_nw=0.583
power_density_mw_per_mm2=258

## path summary, 6_finish.rpt
path | endpoint | start
max | counter[31] | counter[9]
min | counter[33] | counter[33]
max reg2reg | counter[31] | counter[9]
min reg2reg | counter[33] | counter[33]
## report_power, final
part / total [mW] / internal [mW] / switching, mW
logic: 0.0163 / 0.00537 / 0.0109
registers: 0.282 / 0.279 / 0.00214
clock network: 0.198 / 0.103 / 0.0946
total: 0.496 / 0.388 / 0.108
## flip-flops by register name, summed over array words and instances, names as in the netlist
signal and cells:
counter 36, clk_out 1
## worst max-delay path: stages, from the launching register on
cell     delay, ps
dfxtp_1        420
and4_1         290
nand4_1        490
or4_4          730
or3_1          320
a21oi_1        140
## layout make-up
cell class                 instances  area [sq um]
tap                               72          90.1
timing repair buffer               3          27.5
inverter                          10          37.5
multi-input combinational        153           941
sequential                        37           741
clock buffer                       7          86.3
fill                             595          3620
## per-layer routing
metal	wire, um	share of wire [%]
met3	70	2.1
met4	53	1.6
met2	1360	41
met5	0	0
met1	1810	55
## metrics by stage
step / power (mW) / cells / hold WS [ps] / util [%]
detailed placement: 0.305 / 275 / 486 / 33.2
CTS: 0.500 / 282 / 496 / 34.7
finish: 0.496 / 282 / 498 / 34.7
floorplan: 0.299 / 206 / 458 / -
global placement: 0.305 / 275 / 486 / 33.2
global route: 0.513 / 282 / 541 / 34.7
## kinds of logic after synthesis
kind of cell | count (synthesis) | synth area share (%)
buf+inv | 16 | 3.59
compound gates | 18 | 6.10
simple gates | 107 | 33.4
fa+ha+maj | 2 | 1.43
flops | 37 | 42.5
xor+xnor | 26 | 13.1
## cell usage in the layout (no fill, tap or decap), types with 2 or more instances in the layout
master            n
inv_1            10
ha_1              2
xor2_1            6
nand3b_1          2
and3_1            4
clkbuf_8          6
nand3_1           9
or3_1             6
a21oi_1           8
nand4_1          10
and4_1            4
clkdlybuf4s50_1   2
nor3_1            7
nand2_1          10
dfxtp_1          37
a21bo_2           2
o21ai_0           6
nor2_1           36
xnor2_1          20
nor4_1            9
Power figures rest on the tool's default switching activity, not on a simulated workload.
