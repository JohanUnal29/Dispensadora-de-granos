==> /design/flow/design.v <==
`timescale 1ns / 1ps
module divsorsementos(clk,clkis,an);
input clk;
output [1:0] clkis;
output [3:0] an;
reg [32:0]count=0;
reg [1:0] clk1s;
reg [3:0] ant;
always @ (posedge clk)
    if(count<50000)
   	 count=count+1;
    else
    begin
   	 clk1s=clk1s+1;
   	 count=0;
   	 case (clk1s)
   		 2'b00: ant = 4'b0111;  
   		 2'b01: ant = 4'b1011;
   		 2'b10: ant = 4'b1101;
   		 2'b11: ant = 4'b1110;
   	 endcase
end
assign clkis = clk1s;
assign an = ant;
endmodule
`timescale 1ns / 1ps
module siete_segmento(BCD, SSeg);
  input [3:0] BCD;
  output reg [6:0] SSeg;
always @ ( * ) begin
  case (BCD)
   4'b0000: SSeg = 7'b0000001;  
	4'b0001: SSeg = 7'b1111001;  
	4'b0010: SSeg = 7'b0100100;  
	4'b0011: SSeg = 7'b0110000;  
	4'b0100: SSeg = 7'b1011000;  
	4'b0101: SSeg = 7'b0010010;  
	4'b0110: SSeg = 7'b0000010;  
	4'b0111: SSeg = 7'b0111001;  
	4'b1000: SSeg = 7'b0000000;  
	4'b1001: SSeg = 7'b0010000;  
	4'ha: SSeg = 7'b0001000;  
   4'hb: SSeg = 7'b1000010;
   4'hc: SSeg = 7'b0000111;
   4'hd: SSeg = 7'b1100000;
   4'he: SSeg = 7'b0000110;
   4'hf: SSeg = 7'b0001110;
    default:
    SSeg = 0;
  endcase
end
endmodule
`timescale 1ns / 1ps
module sietesegmenos (
    input [3:0] xi,
    input [3:0] yi,
    input clk,
    output wire [6:0] sg,
    output wire [3:0] an,
	  output wire [1:0] clk1s,
	   output [6:0] seg1,
  output wire [6:0] seg2,
  output wire[6:0] seg3,
  output wire[6:0] seg4
);
    reg [6:0] seg;
    divsorsementos divisor(clk, clk1s, an);
    siete_segmento b0(4'b0000 , seg1);
    siete_segmento b1(xi, seg2);
    siete_segmento b2(4'b0000, seg3);
    siete_segmento b3(yi, seg4);
    always @(*) begin
        case (an)
            4'b1110: seg = seg4;  
            4'b1101: seg = seg3;
            4'b1011: seg = seg2;
            4'b0111: seg = seg1;
        endcase
    end
    assign sg = seg;
endmodule
==> /design/flow/run.sh <==
#!/bin/bash
# OpenROAD 26Q1-2900-gdf79404cd8, Yosys 0.63+post, stock flow scripts
make -C /OpenROAD-flow-scripts/flow DESIGN_CONFIG=/design/flow/config.mk WORK_HOME=/design/flow/orfs finish
==> /design/flow/config.mk <==
export PLATFORM = sky130hd
export DESIGN_NAME = sietesegmenos
export DESIGN_NICKNAME = sietesegmenos
export VERILOG_FILES = /design/flow/design.v
export SDC_FILE = /design/flow/constraint.sdc
export NUM_CORES = 4
export LEC_CHECK = 1
export CORE_UTILIZATION = 30
==> /design/flow/constraint.sdc <==
current_design sietesegmenos

set clk_period 3.2
set clk_io_pct 0.2

create_clock -name clk0 -period $clk_period [get_ports {clk}]

set non_clock_inputs [all_inputs -no_clocks]
set_input_delay [expr $clk_period * $clk_io_pct] -clock clk0 $non_clock_inputs
set_output_delay [expr $clk_period * $clk_io_pct] -clock clk0 [all_outputs]
==> impl_metrics.prom <==
# HELP chip_impl_metric Implementation results
# TYPE chip_impl_metric gauge
chip_impl_info{name="status",value="complete, no violations"} 1
chip_impl_metric{name="cellLeakagePower",unit="nW"} 1.20
chip_impl_info{name="synth-main-ff-cell",value="sky130_fd_sc_hd__dfxtp_1"} 1
chip_impl_metric{name="fmax",unit="GHz"} 0.326
chip_impl_metric{name="setup_bufs_post_cts",unit=""} 0
chip_impl_metric{name="power_frac_seq",unit="%"} 50.1
chip_impl_metric{name="layout-drive-gt1-share",unit="%"} 8.97
chip_impl_info{name="timing.critical_path.to_type",value="output pin"} 1
chip_impl_metric{name="place.detailed.instances",unit=""} 392
chip_impl_metric{name="die_area",unit="um2"} 8140
chip_impl_metric{name="cap_violations",unit=""} 0
chip_impl_metric{name="fillerInstances",unit=""} 724
chip_impl_metric{name="placement.setup.worst_slack",unit="ns"} 0.130
chip_impl_metric{name="peak_supply_drop",unit="V"} 0.000396
chip_impl_info{name="topCellsByArea",value="sky130_fd_sc_hd__dfxtp_1 28%, sky130_fd_sc_hd__ha_1 9.7%, sky130_fd_sc_hd__edfxtp_1 7.7%"} 1
chip_impl_metric{name="grt_remaining_overflow",unit=""} 0
chip_impl_metric{name="cp_data_arrival_time",unit="ns"} 2.43
chip_impl_metric{name="placement.io_buffers",unit=""} 35
chip_impl_metric{name="finalNonFillerCells",unit=""} 400
chip_impl_info{name="layout_top_cell_excl_fill_tap",value="sky130_fd_sc_hd__clkdlybuf4s50_1"} 1
chip_impl_metric{name="pin_count",unit=""} 50
chip_impl_info{name="unrepaired_setup_endpoints_after_global_routing",value="no"} 1
chip_impl_metric{name="edf_count",unit=""} 6
chip_impl_metric{name="cell_internal_pwr",unit="W"} 0.000813
chip_impl_metric{name="synth-warning-count",unit=""} 3
chip_impl_metric{name="firstDrtPassIters",unit=""} 6
chip_impl_metric{name="ant_nets",unit=""} 0
chip_impl_metric{name="final_hold_vio_count",unit=""} 0
chip_impl_metric{name="p_comb_share",unit="%"} 11.6
chip_impl_metric{name="postLayoutCellArea",unit="um2"} 2940
chip_impl_metric{name="timing.setup.tns",unit="ns"} 0
chip_impl_metric{name="final-max-slew-violation-count",unit=""} 0
chip_impl_metric{name="power-per-cell-area",unit="nW/um2"} 349
chip_impl_metric{name="floorplan.die.height",unit="um"} 90.2
chip_impl_metric{name="total_setup_violations_reported_at_the_end_of_the_flow",unit=""} 0
chip_impl_metric{name="clock_tree.buffer_depth",unit=""} 2
chip_impl_info{name="cts_root_buf",value="sky130_fd_sc_hd__clkbuf_8"} 1
chip_impl_metric{name="timing.critical_path.fanout_max",unit=""} 5
chip_impl_info{name="hold_path_class",value="flop to flop"} 1
chip_impl_metric{name="post_cts_resized",unit=""} 0
chip_impl_metric{name="wl",unit="um"} 3900
chip_impl_metric{name="fp_util",unit="%"} 31.7
chip_impl_metric{name="number_of_register_pins_that_no_clock_reaches",unit=""} 7
chip_impl_metric{name="synth.yosys.chip_area",unit="um2"} 2330
chip_impl_metric{name="skew",unit="ns"} 0.00240
chip_impl_metric{name="first_global_vias",unit=""} 1504
chip_impl_info{name="final_layout_top_logic_cells",value="35 x sky130_fd_sc_hd__clkdlybuf4s50_1, 33 x sky130_fd_sc_hd__dfxtp_1, 31 x sky130_fd_sc_hd__conb_1"} 1
chip_impl_metric{name="ys_ff",unit=""} 46
chip_impl_metric{name="cts_hold_repair.buffers",unit=""} 0
chip_impl_metric{name="power_switching_share",unit="%"} 20.7
chip_impl_metric{name="grt_pass1_wl",unit="um"} 6710
chip_impl_metric{name="dpl-instance-area",unit="um2"} 2830
chip_impl_metric{name="cts-buffers-inserted",unit=""} 5
chip_impl_metric{name="number_of_antenna_violations_at_the_first_check_in_global_routing",unit=""} 0
chip_impl_metric{name="vias",unit=""} 1704
chip_impl_metric{name="yosys.area.top_type_share",unit="%"} 28.3
chip_impl_info{name="top_area_cell",value="sky130_fd_sc_hd__dfxtp_1"} 1
chip_impl_info{name="critPathKind",value="input pin to output pin"} 1
chip_impl_metric{name="detail_route.antenna_diodes",unit=""} 0
chip_impl_metric{name="syn-mean-instance-area",unit="um2"} 9.60
chip_impl_metric{name="yosys.cell_types.count",unit=""} 43
chip_impl_metric{name="power.net_switching",unit="W"} 0.000213
chip_impl_metric{name="drt_iter0_markers",unit=""} 55
chip_impl_metric{name="clock.latency.late_pin",unit="ns"} 0.28
chip_impl_metric{name="post-dp-hpwl",unit="um"} 3030
chip_impl_metric{name="routed_wire_length_per_instance",unit="um"} 9.75
chip_impl_metric{name="tool_warnings",unit=""} 39
chip_impl_metric{name="mappedNetlistArea",unit="um2"} 2330
chip_impl_metric{name="remaining_drc_errors",unit=""} 0
chip_impl_metric{name="finalCriticalPeriod",unit="ns"} 3.07
chip_impl_metric{name="yosys-stat-cells",unit=""} 243
chip_impl_metric{name="synth_async_sr_flop_share",unit="%"} 0
chip_impl_metric{name="clock_power_share",unit="%"} 38.2
chip_impl_metric{name="std_cell_rows",unit=""} 31
chip_impl_metric{name="postLayoutSetupSlackWorst",unit="ns"} 0.131
chip_impl_metric{name="final.period_utilization",unit="%"} 95.9
chip_impl_info{name="critical_path.startpoint_type",value="input pin"} 1
chip_impl_metric{name="chipWidth",unit="um"} 90.2
chip_impl_metric{name="clkSlewWorstSetupHoldPaths",unit="ns"} 0.07
chip_impl_metric{name="critical_path_required",unit="ns"} 2.56
chip_impl_metric{name="area_growth_syn_to_layout",unit="%"} 25.9
chip_impl_metric{name="cts.htree.levels",unit=""} 2
chip_impl_metric{name="placeableCoreArea",unit="um2"} 7370
chip_impl_info{name="cts_tree",value="done"} 1
chip_impl_metric{name="globalRouteTotalUtil",unit="%"} 9.94
chip_impl_metric{name="grt_max_degree",unit=""} 17
chip_impl_metric{name="endpoints_left_unconstrained",unit=""} 14
chip_impl_metric{name="detail_route.vias_per_cell",unit=""} 4.26
chip_impl_metric{name="final_weighted_congestion_in_routability_driven_placement",unit=""} 0.827
chip_impl_metric{name="post_synth_inst_count",unit=""} 243
-- synthesized netlist by cell type, types with 3 or more instances --
cell type                   number
sky130_fd_sc_hd__clkbuf_1        5
sky130_fd_sc_hd__inv_1          14
sky130_fd_sc_hd__dfxtp_1        33
sky130_fd_sc_hd__buf_4          14
sky130_fd_sc_hd__nand2_1        19
sky130_fd_sc_hd__nor3_1         15
sky130_fd_sc_hd__xnor2_1        11
sky130_fd_sc_hd__nand2b_1        3
sky130_fd_sc_hd__nor2_1          8
sky130_fd_sc_hd__xor2_1          4
sky130_fd_sc_hd__ha_1           18
sky130_fd_sc_hd__edfxtp_1        6
sky130_fd_sc_hd__mux2i_1        10
sky130_fd_sc_hd__o21ai_0         9
sky130_fd_sc_hd__o2bb2ai_1       3
sky130_fd_sc_hd__nand4_1         4
sky130_fd_sc_hd__dlxtn_1         7
sky130_fd_sc_hd__nor2b_1         5
sky130_fd_sc_hd__nor4_1         13
sky130_fd_sc_hd__nand3_1         9
-- per-layer routing --
layer  vias to the layer above  track usage [%]  wire, um
met5                         -                0         0
met4                         0            0.672        34
met3                         5             2.41       221
met2                        39             15.8      1680
met1                       746             14.8      1960
li1                        914                -         -
-- critical path, cell delays in order --
cell,delay (ns)
sky130_fd_sc_hd__clkdlybuf4s50_1,0.47
sky130_fd_sc_hd__inv_1,0.10
sky130_fd_sc_hd__ha_1,0.31
sky130_fd_sc_hd__inv_1,0.04
sky130_fd_sc_hd__mux4_2,0.46
sky130_fd_sc_hd__clkdlybuf4s50_1,0.41
-- cell type report --
class | count | area [um2] | area share (%)
inverter | 14 | 52.6 | 1.79
multi-input combinational | 190 | 1290 | 44.0
timing repair buffer | 43 | 410 | 14.0
clock inverter | 3 | 43.8 | 1.49
clock buffer | 5 | 68.8 | 2.34
sequential | 46 | 946 | 32.2
tap | 99 | 124 | 4.22
-- kinds of logic after synthesis --
logic type / after synthesis / synth area share [%]
xor+xnor: 15 / 5.63
mux: 14 / 7.18
fa+ha+maj: 18 / 9.65
buf+inv: 36 / 8.74
flops: 39 / 36.0
simple gates: 86 / 19.6
latches: 7 / 4.50
other cells: 2 / 0.322
compound gates: 26 / 8.31
-- path summary, 6_finish.rpt --
| kind | start | end | slack (ns) | depth (start not counted) |
|---|---|---|---|---|
| max | xi[1] | seg2[3] | 0.13 | 6 |
| min | divisor.count[0] | divisor.count[0] | 0.46 | 1 |
| max reg2reg | divisor.count[30] | divisor.ant[0] | 1.19 | 4 |
| min reg2reg | divisor.count[0] | divisor.count[0] | 0.46 | 1 |
-- state kept, by name, indices dropped and copies added (netlist names) --
name           cells
divisor.clk1s      2
divisor.ant        4
seg                7
divisor.count     33
-- through the flow --
step                      hold slack (ns)  util, %  total power, W
after detailed placement            0.457     38.3        0.000646
after global routing                0.479     39.9         0.00108
after CTS                           0.466     39.9         0.00104
after global placement              0.448     38.3        0.000646
after floorplan                     0.428        -        0.000595
final                               0.462     39.9         0.00103
-- power by group through the flow --
| stage | Sequential (W) | Clock, W | Combinational [W] |
|---|---|---|---|
| 6_report | 0.000515 | 0.000392 | 0.000119 |
| 5_1_grt | 0.000515 | 0.000429 | 0.000134 |
| 4_1_cts | 0.000514 | 0.000406 | 0.000121 |
Power is estimated from default activity; no workload was simulated.
